**flow/config.mk**
```make
export PLATFORM = sky130hd
export DESIGN_NAME = mips
export DESIGN_NICKNAME = mips
export VERILOG_FILES = /design/flow/design.v
export SDC_FILE = /design/flow/constraint.sdc
export NUM_CORES = 4
export LEC_CHECK = 1
export CORE_UTILIZATION = 40
export SYNTH_MEMORY_MAX_BITS = 65536
```
**flow/constraint.sdc**
```tcl
current_design mips

set clk_period 101.7
set clk_io_pct 0.2

create_clock -name clk0 -period $clk_period [get_ports {clk}]

set non_clock_inputs [all_inputs -no_clocks]
set_input_delay [expr $clk_period * $clk_io_pct] -clock clk0 $non_clock_inputs
set_output_delay [expr $clk_period * $clk_io_pct] -clock clk0 [all_outputs]
```
**flow/design.v**
```verilog
module fetch (
  input zero,
  input rst,
  input clk, 
  input branch,
  output [31:0] inst
);
  wire [31:0] signalextended;
  wire [31:0] pc;
  wire [31:0] pc_4;
  wire [31:0] new_pc;
  assign signalextended = (inst[15]) ? {16'hFFFF,inst[15:0]} : {16'd0,inst[15:0]};
  assign pc_4 = 4 + pc;  
  assign new_pc = (branch & zero) ? pc_4 + signalextended << 2 : pc_4; 
  InstructionMem instruction_memory (
    .rst(rst),
    .addr(pc>>2),
    .inst_out(inst)
  );
  pc program_counter(
    .pc_in(new_pc),
    .clk(clk),
    .rst(rst),
    .pc_out(pc)
  );
endmodule
module pc (
  input [31:0] pc_in, 
  input clk, 
  input rst, 
  output reg [31:0] pc_out
);
  always @(posedge clk or posedge rst) begin
    if (rst) begin
      pc_out = 0;
    end
    else begin 
      pc_out = pc_in;
    end
  end
endmodule
module InstructionMem (
  input rst,
  input [31:0] addr,
  output [31:0] inst_out
);
  reg [31:0] inst_mem [0:31];
  assign inst_out = inst_mem[addr];
  initial begin
		inst_mem[0] <= 32'h00210820;  
		inst_mem[1] <= 32'h00210820;  
		inst_mem[2] <= 32'h00210820;  
		inst_mem[3] <= 32'h00210820;  
		inst_mem[4] <= 32'h8c010000;  
		inst_mem[5] <= 32'h00210820;  
		inst_mem[6] <= 32'hac010000;  
		inst_mem[7] <= 32'h20010001;  
		inst_mem[8] <= 32'h00210820;  
		inst_mem[9] <= 32'h01e1102a;  
		inst_mem[10] <= 32'h1040fffd;  
  end
endmodule
module decode (
  input [31:0] inst,
  input clk,
  input [31:0] writedata,
  output [31:0] data1, 
  output alusrc,
  output [1:0] aluop,
  output [31:0] data2,
  output memread,
  output memwrite,
  output memtoreg,
  output branch
);
  wire branch;
  wire memread;
  wire memtoreg;
  wire [1:0] aluop; 
  wire MemWrite;
  wire regdst;
  wire alusrc;
  wire regwrite;
  wire [4:0] muxRegDst;
  wire [31:0] data2_out;
  assign muxRegDst = (regdst) ?  inst[15:11] : inst[20:16];
  ControlUnit control (
    .opcode(inst[31:26]), 
    .regdst(regdst), 
    .alusrc(alusrc), 
    .memtoreg(memtoreg), 
    .regwrite(regwrite), 
    .memread(memread),
    .memwrite(memwrite), 
    .branch(branch), 
    .aluop(aluop)
  );
  Register_Bank Registers (
    .clk(clk),
    .read1(inst[25:21]),
    .read2(inst[20:16]),
    .writereg(muxRegDst),
    .writedata(writedata),
    .regwrite(regwrite),
    .data1(data1),
    .data2(data2)
  );
endmodule
module ControlUnit (
  input [5:0] opcode,
  output regdst, 
  output alusrc, 
  output memtoreg, 
  output regwrite, 
  output memread, 
  output memwrite, 
  output branch, 
  output [1:0] aluop
);
  reg [1:0] aluop;
  reg regdst, alusrc, memtoreg, regwrite, memread, memwrite, branch;
  always @(opcode) begin
    case(opcode) 
      6'd0: begin  
        regdst <= 1 ;
        alusrc <= 0 ;
        memtoreg <= 0 ;
        regwrite <= 1 ;
        memread <= 0 ;
        memwrite <= 0 ;
        branch <= 0 ;
        aluop <= 2 ;
			end
			6'd4: begin  
        regdst <= 0 ;
        alusrc <= 0 ;
        memtoreg <= 0 ;
        regwrite <= 0 ;
        memread <= 0 ;
        memwrite <= 0 ;
        branch <= 1 ;
        aluop <= 1 ;
			end
			6'd8: begin  
        regdst <= 0 ;
        alusrc <= 1 ;
        memtoreg <= 0 ;
        regwrite <= 1 ;
        memread <= 0 ;
        memwrite <= 0 ;
        branch <= 0 ;
        aluop <= 0 ;
      end
			6'd35: begin  
        regdst <= 0 ;
        alusrc <= 1 ;
        memtoreg <= 1 ;
        regwrite <= 1 ;
        memread <= 1 ;
        memwrite <= 0 ;
        branch <= 0 ;
        aluop <= 0 ;
      end
			6'd43: begin  
        regdst <= 0 ;
        alusrc <= 1 ;
        memtoreg <= 0 ;
        regwrite <= 0 ;
        memread <= 0 ;
        memwrite <= 1 ;
        branch <= 0 ;
        aluop <= 0 ;
      end
			default: begin  
        regdst <= 0 ;
        alusrc <= 0 ;
        memtoreg <= 0 ;
        regwrite <= 0 ;
        memread <= 0 ;
        memwrite <= 0 ;
        branch <= 0 ;
        aluop <= 0 ;
      end
    endcase
  end
endmodule 
module Register_Bank (
	input clk,
	input [4:0] read1,
	input [4:0] read2,
	input [4:0] writereg,
	input [31:0] writedata,
	input regwrite,
	output [31:0] data1,
	output [31:0] data2
);
  reg [31:0] memory [0:31];  
  initial begin 
    memory[0] <= 0; 
    memory[1] <= 2; 
    memory[2] <= 4; 
    memory[3] <= 6; 
    memory[4] <= 8;
    memory[5] <= 10; 
    memory[6] <= 12; 
    memory[7] <= 14; 
    memory[8] <= 16; 
    memory[9] <= 18;
    memory[10] <= 20; 
    memory[11] <= 22; 
    memory[12] <= 24; 
    memory[13] <= 26; 
    memory[14] <= 28;
    memory[15] <= 30; 
    memory[16] <= 32; 
    memory[17] <= 34; 
    memory[18] <= 36; 
    memory[19] <= 38;
    memory[20] <= 40; 
    memory[21] <= 42; 
    memory[22] <= 44; 
    memory[23] <= 46; 
    memory[24] <= 48;
    memory[25] <= 50; 
    memory[26] <= 52; 
    memory[27] <= 54; 
    memory[28] <= 56; 
    memory[29] <= 58;
    memory[30] <= 60; 
    memory[31] <= 62;
  end
  assign data1 = memory[read1]; 
  assign data2 = memory[read2];
  always @(posedge clk) begin
      memory[writereg] <= (regwrite) ? writedata :  memory[writereg];
  end
endmodule
module execute (
  input [31:0] inst,
  input [31:0] in1,
  input alusrc, 
  input [1:0] aluop,
  input [31:0] in2,
  output zero,
  output [31:0] aluout
);
  wire [31:0] signalextended;
  wire [31:0] alu_B;
  wire [3:0] aluctrl;
  assign signalextended = (inst[15]) ? {16'hFFFF,inst[15:0]} : {16'd0,inst[15:0]};
  assign alu_B = (alusrc) ? signalextended : in2 ;
  ALU alu (
    .alucontrol(aluctrl),
    .A(in1),
    .B(alu_B), 
    .aluout(aluout), 
    .zero(zero)
  );
  alucontrol alucontrol (
    .aluop(aluop),
    .funct(inst[5:0]),
    .alucontrol(aluctrl)
  );
endmodule
module alucontrol (
  input [1:0] aluop,
  input [5:0] funct,
  output [3:0] alucontrol
);
  reg [3:0] alucontrol;
  always @(aluop or funct) begin
    case (aluop)
      0: alucontrol <= 4'd2;  
      1: alucontrol <= 4'd6;  
      default: begin
        case (funct)
          32: alucontrol <= 4'd2;  
          34: alucontrol <= 4'd6;  
          36: alucontrol <= 4'd0;  
          37: alucontrol <= 4'd1;  
          39: alucontrol <= 4'd12;  
          42: alucontrol <= 4'd7;  
          default: alucontrol <= 4'd15;  
        endcase
      end
    endcase
  end
endmodule
module ALU(
  input [3:0] alucontrol,
  input [31:0] A,
  input [31:0] B,
  output [31:0] aluout,
  output zero
);
  reg [31:0] aluout;
  assign zero = (aluout == 0);  
  always @(alucontrol, A, B) begin
      case (alucontrol) 
        0: aluout <= A & B;  
        1: aluout <= A | B;  
        2: aluout <= A + B;  
        6: aluout <= A - B;  
        7: aluout <= A < B ? 32'd1:32'd0;  
        12: aluout <= ~(A | B);  
      default: aluout <= 0;  
    endcase
  end
endmodule
module memory (
  input [31:0] addr,
  input [31:0] writedata,
  input memread,
  input memwrite,
  input clk, 
  output [31:0] readdata
);
  reg [31:0] memory [0:127]; 
  assign readdata = (memread) ? memory[addr] : 0;
  always @(posedge clk) begin
      memory[addr] <= (memwrite) ? writedata : memory[addr];
	end
endmodule
module writeback (
  input [31:0] aluout, 
  input memtoreg,
  input [31:0] readdata, 
  output [31:0] write_data
);
  assign write_data = (memtoreg) ? readdata : aluout;
endmodule
module mips (
  input clk,
  input rst, 
  output [31:0] res4
);
  wire [31:0] inst;
  wire [31:0] res_data1;
  wire [31:0] res_data2;
  wire [31:0] res;
  wire [31:0] res2;
  wire zero;
  wire memread;
  wire memwrite;
  wire memtoreg;
  wire branch;
  wire alusrc;
  wire [1:0] aluop;
  fetch fetch (
    .clk(clk), 
    .rst(rst),
    .branch(branch), 
    .zero(zero),
    .inst(inst)
  );
  decode decode (
    .inst(inst), 
    .writedata(res4),
    .clk(clk), 
    .data1(res_data1), 
    .data2(res_data2),
    .memread(memread),
    .memwrite(memwrite),
    .aluop(aluop),
    .memtoreg(memtoreg),
    .branch(branch),
    .alusrc(alusrc)
  );
  execute execute (
    .in1(res_data1), 
    .in2(res_data2),
    .inst(inst),
    .alusrc(alusrc),
    .aluop(aluop),
    .aluout(res),
    .zero(zero)
  );
  memory memory (
    .memread(memread),
    .memwrite(memwrite),
    .addr(res), 
    .writedata(res_data2),
    .clk(clk),
    .readdata(res2)
  );
  writeback writeback (
    .memtoreg(memtoreg),
    .readdata(res2), 
    .aluout(res), 
    .write_data(res4)
  );
endmodule
```
**flow/run.sh**
```bash
#!/bin/bash
# OpenROAD 26Q1-2900-gdf79404cd8, Yosys 0.63+post, stock flow scripts
make -C /OpenROAD-flow-scripts/flow DESIGN_CONFIG=/design/flow/config.mk WORK_HOME=/design/flow/orfs finish
```
==> results_dict.tcl <==
# metrics dict for downstream scripts
set metrics [dict create \
    status "finished with violations" \
    violations "capacitance limit, slew limit" \
    grt_first_pass_wirelength_um 882700 \
    finalClockSkew_ns 0.06857 \
    ctsHoldBuffers 0 \
    fin_cells 17393 \
    min_delay_path_depth 1 \
    globalplace.congestion 0.9944 \
    syn_inst 11136 \
    yosysSeqAreaShare_pct 76.14 \
    drive_gt1_share_pct 13.40 \
    syn_area_per_cell_um2 14.97 \
    min_period_over_period_pct 33.04 \
    path_class "reg -> out" \
    ys_cells 11136 \
    cts-htree-levels 5 \
    die-height_um 647.6 \
    rows 236 \
    antenna_found_initial 59 \
    drv_slew 10 \
    holdPathEnd "fetch.program_counter.pc_out[2]$_DFF_PP0_" \
    grt.overflow.total 0 \
    max_freq_mhz 29.76 \
    worstMarginPinSlew_ns 1.540 \
    wirelength_um 641100 \
    wl_per_cell_um 36.86 \
    cp.required_ns 81.36 \
    fillers 34188 \
    dieWidth_um 647.6 \
    cts_tree "yes" \
    port_buffers 33 \
    ff2ff_path_depth 30 \
    grtUsageTotal_pct 33.38 \
    ys_ff 4228 \
    area_leaders "edfxtp_1 (76%), nand2_1 (4.3%), mux2i_1 (2.4%), a21oi_1 (2.4%), a221oi_1 (1.4%)" \
    pre_cts_slack_ns 69.45 \
    clock_latency_ns 1.02 \
    maxSlewHeadroom_pct -5.350 \
    largest_area_cell "edfxtp_1" \
    post_cts_resized 0 \
    grt_max_degree 129 \
    ys_types 93 \
    warning_count 65 \
    netlist_area_um2 166700 \
    drt-vias-per-instance 6.241 \
    edf_count 4224 \
    clockBufferDepth 4 \
    cts_sinks 4228 \
    yosys_most_used_dff "edfxtp_1" \
    rsz0062_at_grt "no" \
    tns_ns 0 \
    ioPinCount 34 \
    timing_hold_violations_final 0 \
    synthArstFlopShare_pct 0.09461 \
    r2r-start "fetch.program_counter.pc_out[3]$_DFF_PP0_" \
    setup_violations 0 \
    worstPathArrival_ns 13.27 \
    hold_path_class "reg -> reg" \
    fp-utilization_pct 40.27 \
    hold_start "fetch.program_counter.pc_out[2]$_DFF_PP0_" \
    drt-pass1-iter-count 8 \
    dp.cells 16532 \
    grt_pass1_vias 112606 \
    synth-warning-count 7 \
    end_kind "output pin" \
    whs_ns 0.6696 \
    cp_max_fo 42 \
    reg2reg_slack_ns 88.13 \
    vias 108544 \
    cts_buffers 430 \
    post_cts_buffers 0 \
    hpwl_um 376200 \
    maxCapViolCount 4 \
    clk_pin_slew_ns 0.06 \
    setup_slack_ns 68.09 \
    route.detailed.drc 0 \
    fin_crit_ns 33.61 \
    ant_nets 0 \
    cts_root_buffer "clkbuf_16" \
    area_growth_pct 14.86 \
    startpoint_type "flip-flop" \
    ys_area_um2 166700 \
    drt_iter0_markers 9193 \
    rr_endpoint "memory.memory[42][8]$_DFFE_PP_" \
    core_um2 414000 \
    chipArea_um2 419400 \
    synth_top_area_share_pct 76.08 \
]
synthesized netlist by cell type, types with 71 or more instances:
cell	n
a221oi_1	262
nand3_1	257
edfxtp_1	4224
a22oi_1	250
a211oi_1	98
a311oi_1	118
nand2_1	1913
buf_2	247
o21ai_0	264
clkbuf_1	338
a21oi_1	784
a31oi_1	144
mux2i_1	405
nor2_1	380
and3_1	139
inv_1	71
nor3_1	71
buf_1	140
a22o_1	90
o22ai_1	116
through the flow:
stage / util [%] / area (um^2)
2_1_floorplan: - / 166700
3_3_place_gp: 42.88 / 177500
3_5_place_dp: 42.88 / 177500
4_1_cts: 46.20 / 191300
5_1_grt: 46.24 / 191400
6_report: 46.26 / 191500
flip-flops by register name, indices dropped and copies added (netlist names):
register / flops
fetch.program_counter.pc_out: 4
decode.Registers.memory: 128
memory.memory: 4096
cell families (layout without fill, tap and decap cells):
kind of cell    after synthesis  after routing  share of synthesized area, %
other cells                   1             86                      0.002249
mux                         462            462                         3.013
buf+inv                     832           1530                         2.158
xor+xnor                     11             11                       0.05779
compound gates             2638           2638                         10.88
simple gates               2893           2893                         7.203
fa+ha+maj                    71             71                        0.5419
flops                      4228           4228                         76.14
critical path: stages (launching register included):
cell and delay, ns:
dfrtp_1 0.70, nand2_1 0.77, o21ai_4 0.49, buf_4 0.59, mux4_2 0.57, and2_1 0.20, ha_1 0.44, or3_1 0.44
nand3b_1 0.24, nor3_2 0.28, nand3_1 0.11, a21oi_1 0.26, o22ai_2 0.21, buf_4 0.26, a21oi_4 0.19, buf_4 0.37
buf_4 0.66, buf_4 0.59, buf_4 0.54, buf_4 0.56, buf_4 0.58, mux2i_1 0.25, o22ai_1 0.10, o21ai_0 0.19
o2111ai_1 0.70, nor4_2 0.88, a21oi_1 0.29, clkdlybuf4s50_1 0.58
final cells by class:
cell class	count	area, um^2	area share, %
antenna	85	212.7	0.1111
clock buffer	510	11170	5.832
clock inverter	266	2587	1.351
inverter	72	270.3	0.1411
multi-input combinational	6076	38030	19.86
sequential	4228	126900	66.29
tap	5474	6849	3.577
timing repair buffer	682	5438	2.840
worst max-delay path by stage:
stage / from / cells after the start / slack [ns] / to
5_1_grt: fetch.program_counter.pc_out[3]$_DFF_PP0_ / 27 / 67.87 / res4[4]
4_1_cts: fetch.program_counter.pc_out[3]$_DFF_PP0_ / 28 / 68.40 / res4[14]
6_report: fetch.program_counter.pc_out[3]$_DFF_PP0_ / 27 / 68.09 / res4[4]
metal layers:
metal	share of wire, %	vias up	global-route usage [%]
met1	28	52341	32.40
met2	43	9785	44.72
li1	-	44400	-
met5	0.90	-	13.09
met3	21	1884	31.28
met4	7.1	134	18.20
cells in the final DEF (no fill, tap or decap), drive strengths merged, types with 20 or more instances in the layout:
cell type,Yosys,routed
nor3,73,73
a222oi,62,62
diode,0,85
nor4,37,37
o211ai,49,49
and3,139,139
a2111oi,30,30
a22o,90,90
a21o,23,23
nand2,1913,1913
o21ai,274,274
nand3,257,257
a31oi,145,145
clkdlybuf4s50,0,33
a211oi,99,99
o22ai,117,117
edfxtp,4224,4224
o32ai,20,20
buf,422,649
a221oi,263,263
o31ai,30,30
a21oi,786,786
clkinv,0,200
o221ai,50,50
mux4,29,29
clkbuf,338,510
mux2,28,28
a221o,70,70
nor2,382,382
ha,69,69
a22oi,250,250
bufinv,0,42
inv,72,83
mux2i,405,405
a311oi,118,118
